<file path="./run.sh">
#!/bin/bash
# OpenROAD 26Q1-2900-gdf79404cd8, Yosys 0.63+post, stock flow scripts
make -C /OpenROAD-flow-scripts/flow DESIGN_CONFIG=/design/flow/config.mk WORK_HOME=/design/flow/orfs finish
</file>
<file path="./config.mk">
export PLATFORM = sky130hd
export DESIGN_NAME = mod_counter
export DESIGN_NICKNAME = mod_counter
export VERILOG_FILES = /design/flow/design.v
export SDC_FILE = /design/flow/constraint.sdc
export NUM_CORES = 4
export LEC_CHECK = 1
export CORE_AREA = 10 10 70 70
export DIE_AREA = 0 0 80 80
</file>
<file path="./constraint.sdc">
current_design mod_counter

set clk_period 1.6
set clk_io_pct 0.2

create_clock -name clk0 -period $clk_period [get_ports {clk}]

set non_clock_inputs [all_inputs -no_clocks]
set_input_delay [expr $clk_period * $clk_io_pct] -clock clk0 $non_clock_inputs
set_output_delay [expr $clk_period * $clk_io_pct] -clock clk0 [all_outputs]
</file>
<file path="./design.v">
module mod_counter #(parameter MAX_COUNT = 800)(
    input clk, rst,
    output [$clog2(MAX_COUNT)-1:0] counter
);
    reg [$clog2(MAX_COUNT)-1:0] counter_reg, counter_next;
    always @(posedge clk) begin
        if (rst) begin
            counter_reg <= 0;
        end else begin
            counter_reg <= counter_next;
        end
    end
    always @(*) begin
        if (counter_reg == MAX_COUNT-1) begin
            counter_next = 0;
        end else begin
            counter_next = counter_reg + 1;
        end
    end
    assign counter = counter_reg;
endmodule
</file>
==> report_table.html <==
<h2>Synthesis and place &amp; route</h2>
<table>
<tr><th>Metric</th><th>Value</th></tr>
<tr><th colspan="2">Clocking</th></tr>
<tr><td>Clock sinks</td><td>10</td></tr>
<tr><td>Number of levels the H-tree was split into</td><td>1</td></tr>
<tr><td>TritonCTS clock tree</td><td>done</td></tr>
<tr><td>Clock latency reported for the late side of the worst-skew pair</td><td>around 260 ps</td></tr>
<tr><td>Setup repair bufs after CTS</td><td>0</td></tr>
<tr><td>Clock buffers created by TritonCTS</td><td>3</td></tr>
<tr><td>Clock transition at the register clock pins on the worst setup and hold paths after CTS</td><td>approximately 60 ps</td></tr>
<tr><td>Root Buffer</td><td>clkbuf_4</td></tr>
<tr><td>Hold_buf cts</td><td>0</td></tr>
<tr><td>Post-CTS resize count</td><td>0</td></tr>
<tr><td>Buffers from clock root to sink, at most</td><td>2</td></tr>
<tr><th colspan="2">Finish</th></tr>
<tr><td>Number of flip-flops under the largest register name</td><td>10</td></tr>
<tr><td>Post-Layout Cell Count</td><td>111</td></tr>
<tr><td>Share of final-layout standard cells stronger than drive strength 1</td><td>16.9%</td></tr>
<tr><td>Post-layout utilization of the core</td><td>approximately a fifth</td></tr>
<tr><td>Area growth from synthesis to layout</td><td>47.5%</td></tr>
<tr><th colspan="2">Floorplan</th></tr>
<tr><td>Number of primary I/O pins</td><td>12</td></tr>
<tr><td>Row count</td><td>21</td></tr>
<tr><td>Die width</td><td>~80 um</td></tr>
<tr><td>Fp_density</td><td>between 10% and 20%</td></tr>
<tr><td>Area enclosed by the die boundary</td><td>0.00640 mm2</td></tr>
<tr><td>Die H</td><td>roughly 80 um</td></tr>
<tr><td>Core Box Area</td><td>roughly 0.0034 mm2</td></tr>
<tr><th colspan="2">Synth</th></tr>
<tr><td>Share of synthesized registers carrying an async set or reset</td><td>0%</td></tr>
<tr><td>Number of distinct standard cells referenced by the synthesized netlist</td><td>18</td></tr>
<tr><td>Yosys stat cell total</td><td>between 40 and 50</td></tr>
<tr><td>Ys flop type</td><td>dfxtp_1</td></tr>
<tr><td>Top area cells in the synthesized netlist</td><td>dfxtp_1, nand3_1, o31ai_4, a21oi_1, nor2_1</td></tr>
<tr><td>Commonest cells in the synthesized netlist</td><td>dfxtp_1, nand3_1, nor2_1</td></tr>
<tr><td>Area leader share</td><td>45.2%</td></tr>
<tr><td>Count of warnings emitted by yosys</td><td>1</td></tr>
<tr><td>Synth flops</td><td>10</td></tr>
<tr><td>Post-Syn Area per Cell</td><td>9.04 um2</td></tr>
<tr><td>Count of mapped cells out of synthesis</td><td>slightly below 50</td></tr>
<tr><td>Post-synthesis cell area</td><td>443 um2</td></tr>
<tr><td>Yosys Chip Area</td><td>between 400 and 500 um2</td></tr>
<tr><td>EDFF count, synth</td><td>0</td></tr>
<tr><td>Share of synthesized area occupied by flip-flops and latches</td><td>a little under half</td></tr>
<tr><td>Count leader, synth</td><td>dfxtp_1</td></tr>
<tr><td>Cell accounting for the most synthesized area</td><td>dfxtp_1</td></tr>
<tr><th colspan="2">Power</th></tr>
<tr><td>Standby leakage power</td><td>0.000203 uW</td></tr>
<tr><td>Design Power</td><td>between 400 and 500 uW</td></tr>
<tr><td>Worst IR drop on VDD</td><td>~0.47 mV</td></tr>
<tr><td>PD cells</td><td>approximately 740 mW/mm2</td></tr>
<tr><th colspan="2">Worst setup path</th></tr>
<tr><td>Data arrival time of the worst path</td><td>1200 ps</td></tr>
<tr><td>Peak per-stage delay on the critical path</td><td>between 400 and 500 ps</td></tr>
<tr><td>Peak fanout along the critical path</td><td>6</td></tr>
<tr><td>CP cell instances</td><td>buf_4, clkdlybuf4s50_1</td></tr>
<tr><td>Beginning of the worst register-to-register path</td><td>counter_reg[1]</td></tr>
<tr><td>Slack of the worst reg-to-reg path</td><td>130 ps</td></tr>
<tr><td>Critical setup path kind</td><td>reg -&gt; out</td></tr>
<tr><td>Kind of cell adding the most delay to the critical path</td><td>buffers and inverters</td></tr>
<tr><td>Slowest-stage cell, CP</td><td>clkdlybuf4s50_1</td></tr>
<tr><td>Setup crit end kind</td><td>output port</td></tr>
<tr><td>Critical path depth</td><td>2</td></tr>
<tr><td>Critical path required time</td><td>1280 ps</td></tr>
<tr><td>Number of cells on the worst reg-to-reg path</td><td>4</td></tr>
<tr><td>Number of buffers and inverters on the critical path</td><td>2</td></tr>
<tr><td>Worst flop-to-flop path endpoint</td><td>counter_reg[6]</td></tr>
<tr><td>Startpoint Class</td><td>flip-flop</td></tr>
<tr><th colspan="2">Timing</th></tr>
<tr><td>Worst setup skew after layout</td><td>~0.47 ps</td></tr>
<tr><td>RSZ-0062 raised after global routing</td><td>false</td></tr>
<tr><td>Ratio of final minimum period to clock period</td><td>between 90 and 100%</td></tr>
<tr><td>Final setup violation count</td><td>0</td></tr>
<tr><td>Max Freq</td><td>around 0.66 GHz</td></tr>
<tr><td>Total negative setup slack</td><td>0 ps</td></tr>
<tr><td>Slew headroom</td><td>between 70% and 80%</td></tr>
<tr><td>Pins Over Slew Limit</td><td>0</td></tr>
<tr><td>Tightest Pin Transition</td><td>around 350 ps</td></tr>
<tr><td>Count of final hold-check violations</td><td>0</td></tr>
<tr><td>Final Critical Period</td><td>about 1500 ps</td></tr>
<tr><th colspan="2">Route</th></tr>
<tr><td>DRC Markers</td><td>0</td></tr>
<tr><td>Antenna diodes</td><td>0</td></tr>
<tr><td>Routed vias</td><td>around 410</td></tr>
<tr><td>Iter 0 DRT Violations</td><td>32</td></tr>
<tr><td>First-pass detailed-route iteration total</td><td>4</td></tr>
<tr><td>Total routed wirelength</td><td>1130 um</td></tr>
<tr><td>Antenna violation net count after detailed routing</td><td>0</td></tr>
<tr><td>Post-DR vias/cell</td><td>between 3 and 4</td></tr>
<tr><td>WL/cell</td><td>approximately 10 um</td></tr>
<tr><th colspan="2">Global route</th></tr>
<tr><td>Global-route wire length before repair</td><td>roughly 1700 um</td></tr>
<tr><td>Sum of overflow across all layers after global routing</td><td>0</td></tr>
<tr><td>GRT Resource Usage Total</td><td>under 10%</td></tr>
<tr><td>Largest net degree at the start of global routing</td><td>9</td></tr>
<tr><td>Vias in the first global route</td><td>~360</td></tr>
<tr><td>Antenna violations before repair</td><td>0</td></tr>
<tr><th colspan="2">Placement</th></tr>
<tr><td>DPL Wire Length</td><td>~840 um</td></tr>
<tr><td>Port bufs</td><td>11</td></tr>
<tr><td>Weighted congestion reported at the end of routability-driven placement</td><td>0.791</td></tr>
<tr><td>Placed cell count</td><td>approximately 110</td></tr>
<tr><th colspan="2">Min path</th></tr>
<tr><td>Worst hold path depth</td><td>2</td></tr>
<tr><td>Worst hold path startpoint</td><td>counter_reg[9]</td></tr>
<tr><td>Worst Hold Class</td><td>reg -&gt; reg</td></tr>
<tr><td>Hold Crit Endpoint</td><td>counter_reg[9]</td></tr>
<tr><th colspan="2">Flow run</th></tr>
<tr><td>Stage-log warning count</td><td>25</td></tr>
<tr><td>Max-cap viol count</td><td>0</td></tr>
<tr><th colspan="2">Status</th></tr>
<tr><td>Run status</td><td>finished clean</td></tr>
</table>
worst min-delay path, cell delays in order (launching register included):
cell	delay (ps)
dfxtp_1	330
o31ai_1	70
a21oi_1	60
routing by layer:
| metal | up-vias | track usage (%) | part of all wire [%] |
|---|---|---|---|
| met5 | - | 0 | 0 |
| met4 | 0 | 0.352 | 0.53 |
| met3 | 2 | 2.95 | 15 |
| met2 | 13 | 3.61 | 31 |
| met1 | 184 | 4.95 | 54 |
| li1 | 210 | - | - |
power by group:
group          switching (uW)  internal, uW  total (uW)  leakage, uW
Combinational            17.4          27.5        44.9     0.000107
Sequential               10.5           258         269    0.0000822
Clock                    84.8          87.0         172    0.0000138
Total                     113           373         486     0.000203
layout make-up:
type / count / area [um2]
Clock buffer: 3 / 22.5
Fill cell: 386 / 2760
Inverter: 4 / 15.0
Multi-Input combinational cell: 35 / 230
Sequential cell: 10 / 203
Tap cell: 46 / 57.6
Timing Repair Buffer: 13 / 125
metrics by stage:
step | setup WS [ps] | area (um2) | hold WS [ps]
final | 76.3 | 653 | 502
after global routing | 18.2 | 653 | 528
after CTS | 22.4 | 648 | 507
after detailed placement | 100 | 626 | 498
after global placement | 163 | 626 | 478
after floorplan | 210 | 443 | 389
cell families (layout without fill, tap and decap cells):
group,after synthesis,in the layout,share of synthesized area (%)
buffers and inverters,4,20,3.39
AND/OR/NAND/NOR,21,21,26.3
flip-flops,10,10,45.2
XOR/XNOR,3,3,5.93
adder cells (fa/ha/maj),1,1,2.82
AND-OR/OR-AND,10,10,16.4
worst max-delay path by stage:
stage	from	endpoint	slack (ps)
4_1_cts	counter_reg[5]	counter[5]	20
5_1_grt	counter_reg[1]	counter_reg[6]	20
6_report	counter_reg[6]	counter[6]	80
layout by cell type (no fill, tap or decap), types with 2 or more instances in the layout:
cell type,netlist,routed
clkbuf_4,0,3
a21oi_1,4,4
nand4_1,2,2
or4_1,2,2
dfxtp_2,0,2
nor2_1,5,5
inv_1,4,4
nand2_1,3,3
nand3_1,5,5
clkdlybuf4s50_1,0,11
dfxtp_1,10,8
o21ai_0,2,2
o31ai_1,2,2
buf_4,0,2
or3_1,2,2
xor2_1,2,2
Power and IR drop assume default switching activity.
