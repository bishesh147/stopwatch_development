[design/flow/config.mk]
export PLATFORM = sky130hd
export DESIGN_NAME = counter
export DESIGN_NICKNAME = counter
export VERILOG_FILES = /design/flow/design.v
export SDC_FILE = /design/flow/constraint.sdc
export NUM_CORES = 4
export LEC_CHECK = 1
export CORE_AREA = 10 10 70 70
export DIE_AREA = 0 0 80 80
[design/flow/constraint.sdc]
current_design counter

set clk_period 1.0
set clk_io_pct 0.2

create_clock -name clk0 -period $clk_period [get_ports {clk}]

set non_clock_inputs [all_inputs -no_clocks]
set_input_delay [expr $clk_period * $clk_io_pct] -clock clk0 $non_clock_inputs
set_output_delay [expr $clk_period * $clk_io_pct] -clock clk0 [all_outputs]
[design/flow/design.v]
module counter(
    input clk, rst,
    output [31:0] ctr
);
    reg [3:0] counter_reg, counter_next;
    always @(posedge clk) begin
        if (rst) begin
            counter_reg <= 0;
        end else begin
            counter_reg <= counter_next;
        end
    end
    always @(*) begin
        counter_next = counter_reg + 1;
    end
    assign ctr = counter_reg;
endmodule
[design/flow/run.sh]
#!/bin/bash
# OpenROAD 26Q1-2900-gdf79404cd8, Yosys 0.63+post, stock flow scripts
make -C /OpenROAD-flow-scripts/flow DESIGN_CONFIG=/design/flow/config.mk WORK_HOME=/design/flow/orfs finish
==> impl_metrics.json <==
{
  "status": "finished clean",
  "cts_tree": "yes",
  "antenna_found_initial": 0,
  "holdWs_ns": 0.501,
  "wl_met2_um": 294,
  "clock-sinks": 4,
  "p_per_area_nw_per_um2": 979,
  "critPathKind": "flip-flop to flip-flop",
  "top_cell_area_share": 0.577,
  "vias_per_cell": 2.04,
  "fp_util": 0.107,
  "ys_types": 9,
  "ys_seq_frac": 0.220,
  "setup_viol": 0,
  "port_buffers": 5,
  "cts_buffers": 3,
  "track_usage": 0.0178,
  "rows": 21,
  "drive_above_1_share": 0.291,
  "cts_buffer_depth": 2,
  "mux_share": 0.0412,
  "top_layer_used": "met4",
  "ios": 34,
  "top_cells_by_area": "buf_4, dfxtp_1, mux2_4, ha_1, nor2b_1",
  "drv_cap": 0,
  "period_used_share": 0.983,
  "fin_util": 0.131,
  "wl_met3_um": 74,
  "grt_pass1_wl_um": 986,
  "synth-adder-area-share": 0.0344,
  "fin_crit_ns": 0.983,
  "first_iter_violations": 1,
  "vdd_drop_max_mv": 0.168,
  "clock_latency_ns": 0.23,
  "crit_path_end_kind": "flip-flop",
  "grt_pass1_vias": 255,
  "rsz0062_at_grt": "yes",
  "hpwl_um": 591,
  "drv_slew": 0,
  "clk_pin_slew_ns": 0.03,
  "holdBufCountCts": 0,
  "xor_share": 0.0241,
  "largest_reg_flops": 4,
  "wl_met1_um": 283,
  "simple_gate_share": 0.0928,
  "dieArea_um2": 6400,
  "clockRootBuffer": "clkbuf_4",
  "yosys_area_um2": 364,
  "max_clock_freq_mhz": 1020,
  "ys_ff": 4,
  "cp.arrival_ns": 1.10,
  "fp.dieW_um": 80,
  "area_growth_pct": 22.7,
  "syn_inst": 42,
  "yosys_warnings": 1,
  "min_path_type": "flip-flop to flip-flop",
  "synth.largest_area_cell": "buf_4",
  "regToRegSetupSlack_ns": 0.02,
  "overflow": 0,
  "routed_wl_um": 668,
  "finalClockSkew_ns": 0.000216,
  "vias": 206,
  "firstDrtPassIters": 2,
  "synth.cell_area_um2": 364,
  "synthTopLogicFamily": "buffers and inverters",
  "startpoint_type": "flip-flop",
  "cp_max_fo": 2,
  "hold_viol_final": 0,
  "power_uw": 437,
  "required_ns": 1.12,
  "fp.dieH_um": 80,
  "diodes": 0,
  "warning_count": 26,
  "core-area_um2": 3420,
  "avgSynthCellArea_um2": 8.67,
  "aoi_share": 0,
  "drc_errors": 0,
  "antenna_left": 0,
  "yosys_cells": 42,
  "finalWeightedCongestion": 0.663,
  "htree_levels": 1,
  "power_leakage_nw": 0.233,
  "grt_max_degree": 4,
  "wire_per_inst_um": 6.61
}
[final cells by class]
type,count,area [um^2]
clock buffers,3,22.5
well taps,46,57.6
repair buffers,11,98.8
multi-input cells,37,183
flip-flops and latches,4,85.1
fillers,405,2970
[synthesized netlist by cell type]
library cell  number
xnor2_1            1
nand3_2            1
ha_1               1
buf_4             28
conb_1             1
dfxtp_1            4
mux2_4             1
nor2b_1            2
nor2_1             3
[cell usage in the layout, fill, tap and decap left out]
master / instances
buf_4: 4
clkbuf_4: 3
mux2_4: 1
nor2b_1: 1
nand3_2: 1
dfxtp_2: 4
ha_1: 1
nor2b_4: 1
dlygate4sd2_1: 3
xnor2_1: 1
clkdlybuf4s15_1: 1
clkdlybuf4s50_1: 1
conb_1: 28
buf_6: 2
nor2_1: 3
[where the power goes]
| part | leakage, nW | internal [mW] | switching, mW |
|---|---|---|---|
| registers | 0.0343 | 0.173 | 0.00425 |
| logic | 0.184 | 0.0381 | 0.0257 |
| clock network | 0.0138 | 0.134 | 0.0626 |
[worst max-delay path, cell delays in order, from the launching register on]
cell and delay [ns]:
dfxtp_2 0.31, buf_6 0.10, buf_6 0.10, nor2b_4 0.11, mux2_4 0.24
[metal layers]
metal / up-vias / global-route usage
met5: - / 0
met4: 0 / 0.00880
met3: 2 / 0.00568
met2: 22 / 0.0289
met1: 84 / 0.0206
li1: 98 / -
[kinds of logic after synthesis]
kind of cell  Yosys count
fa+ha+maj               1
flops                   4
buf+inv                28
other cells             1
simple gates            6
xor+xnor                1
mux                     1
[final timing paths]
kind | start | endpoint | cells past startpoint
worst max register to register | counter_reg[3] | counter_reg[3] | 4
worst min-delay path | counter_reg[0] | counter_reg[0] | 2
worst min register to register | counter_reg[0] | counter_reg[0] | 2
worst max-delay path | counter_reg[3] | counter_reg[3] | 4
[timing repair]
item	in CTS	in global routing
buffers inserted	1	0
hold endpoints to repair	0	0
gates resized	10	3
cloned	0	0
setup endpoints to repair	4	2
[per-stage QoR]
step                      setup TNS [ns]  setup slack (ns)  std cells  cell area [um^2]
after global placement            -0.134            -0.134         97               400
after CTS                              0           0.00932        101               438
final                                  0            0.0174        101               447
after floorplan                        0             0.172         69               465
after global routing           -0.000763         -0.000763        101               447
after detailed placement          -0.127            -0.127         97               400
Power and IR drop assume default switching activity.
