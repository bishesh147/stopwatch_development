==> design/flow/design.v <==
module seven_segment_display(
    input clk, rst,
    input [3:0] seconds_ones_counter,
    input [3:0] seconds_tens_counter,
    input [3:0] minutes_ones_counter,
    input [3:0] minutes_tens_counter,
    output [7:0] one_hot_out, display_pattern
);
    reg [31:0] ctr_reg, ctr_next;
    reg [7:0] one_hot_reg, one_hot_next;
    reg [7:0] display_pattern_reg;
    always @(posedge clk) begin
        if (rst) begin 
            one_hot_reg <= 8'b1111_1110;
            ctr_reg <= 0;
        end
        else begin 
            one_hot_reg <= one_hot_next;
            ctr_reg <= ctr_next;
        end
    end
    reg [3:0] display_val;
    always @(*) begin
        ctr_next = (ctr_reg == 99999) ? 0 : ctr_reg + 1;
        one_hot_next = one_hot_reg;
        if (ctr_reg == 99999) begin
            case (one_hot_reg)
                8'b1111_1110 : one_hot_next = 8'b1111_1101;
                8'b1111_1101 : one_hot_next = 8'b1111_1011;
                8'b1111_1011 : one_hot_next = 8'b1111_0111;    
                8'b1111_0111 : one_hot_next = 8'b1111_1110;
                default : one_hot_next = one_hot_reg;
            endcase
        end
        case (one_hot_reg)
            8'b1111_1110 : display_val = seconds_ones_counter;
            8'b1111_1101 : display_val = seconds_tens_counter;
            8'b1111_1011 : display_val = minutes_ones_counter;
            8'b1111_0111 : display_val = minutes_tens_counter;
            default : display_val = seconds_ones_counter;
        endcase
    end
    always @(*) begin
        case (display_val)
            4'b0000 : display_pattern_reg[6:0] = 7'b1000000;
            4'b0001 : display_pattern_reg[6:0] = 7'b1111001;
            4'b0010 : display_pattern_reg[6:0] = 7'b0100100;
            4'b0011 : display_pattern_reg[6:0] = 7'b0110000;
            4'b0100 : display_pattern_reg[6:0] = 7'b0011001;
            4'b0101 : display_pattern_reg[6:0] = 7'b0010010;
            4'b0110 : display_pattern_reg[6:0] = 7'b0000010;
            4'b0111 : display_pattern_reg[6:0] = 7'b1111000;
            4'b1000 : display_pattern_reg[6:0] = 7'b0000000;
            4'b1001 : display_pattern_reg[6:0] = 7'b0010000;
            default : display_pattern_reg[6:0] = 7'b1000000;
        endcase
        display_pattern_reg[7] = (one_hot_reg != 8'b1111_1011);
    end
    assign one_hot_out = one_hot_reg;
    assign display_pattern = display_pattern_reg;
endmodule
module stopwatch_base(
    input clk, rst,
    input start, stop,
    output [3:0] seconds_ones_counter,
    output [3:0] seconds_tens_counter,
    output [3:0] minutes_ones_counter,
    output [3:0] minutes_tens_counter
);
    reg state_reg, state_next;
    reg [31:0] counter_reg, counter_next;
    reg [3:0] seconds_ones_ctr_reg, seconds_ones_ctr_next;
    reg [3:0] seconds_tens_ctr_reg, seconds_tens_ctr_next;
    reg [3:0] minutes_ones_ctr_reg, minutes_ones_ctr_next;
    reg [3:0] minutes_tens_ctr_reg, minutes_tens_ctr_next;
    always @(posedge clk) begin
        if (rst) begin
            state_reg <= 0;  
            counter_reg <= 0;
            seconds_ones_ctr_reg <= 0;
            seconds_tens_ctr_reg <= 0;
            minutes_ones_ctr_reg <= 0;
            minutes_tens_ctr_reg <= 0;
        end else begin
            state_reg <= state_next;  
            counter_reg <= counter_next;
            seconds_ones_ctr_reg <= seconds_ones_ctr_next;
            seconds_tens_ctr_reg <= seconds_tens_ctr_next;
            minutes_ones_ctr_reg <= minutes_ones_ctr_next;
            minutes_tens_ctr_reg <= minutes_tens_ctr_next;
        end
    end
    wire seconds_ones_ind;
    assign seconds_ones_ind = (counter_reg == 99999999);
    wire seconds_tens_ind;
    assign seconds_tens_ind = (seconds_ones_ind & (seconds_ones_ctr_reg == 9));
    wire minutes_ones_ind;
    assign minutes_ones_ind = (seconds_tens_ind & (seconds_tens_ctr_reg == 5));
    wire minutes_tens_ind;
    assign minutes_tens_ind = (minutes_ones_ind & (minutes_ones_ctr_reg == 9));
    always @(*) begin
        state_next = state_reg;
        counter_next = counter_reg;
        seconds_ones_ctr_next = seconds_ones_ctr_reg;
        seconds_tens_ctr_next = seconds_tens_ctr_reg;
        minutes_ones_ctr_next = minutes_ones_ctr_reg;
        minutes_tens_ctr_next = minutes_tens_ctr_reg;
        case (state_reg)
            1'b0 : state_next = (start) ? ~state_reg : state_reg;  
            1'b1 : state_next = (stop) ? ~state_reg : state_reg;  
        endcase
        if (state_reg) begin
            counter_next = (seconds_ones_ind) ? 0 : counter_reg + 1;
            if (seconds_ones_ind) seconds_ones_ctr_next = (seconds_tens_ind) ? 0 : seconds_ones_ctr_reg+1;
            else seconds_ones_ctr_next = seconds_ones_ctr_reg;
            if (seconds_tens_ind) seconds_tens_ctr_next = (minutes_ones_ind) ? 0 : seconds_tens_ctr_reg+1;
            else seconds_tens_ctr_next = seconds_tens_ctr_reg;
            if (minutes_ones_ind) minutes_ones_ctr_next = (minutes_tens_ind) ? 0 : minutes_ones_ctr_reg+1;
            else minutes_ones_ctr_next = minutes_ones_ctr_reg;
            if (minutes_tens_ind) minutes_tens_ctr_next = (minutes_tens_ctr_reg == 5) ? 0 : minutes_tens_ctr_reg+1;
            else minutes_tens_ctr_next = minutes_tens_ctr_reg;
        end
    end
    assign seconds_ones_counter = seconds_ones_ctr_reg;
    assign seconds_tens_counter = seconds_tens_ctr_reg;
    assign minutes_ones_counter = minutes_ones_ctr_reg;
    assign minutes_tens_counter = minutes_tens_ctr_reg;
endmodule
module stopwatch_top(
    input clk, rst,
    input start, stop,
    output [7:0] one_hot_out, display_pattern
);
    wire [3:0] seconds_ones_counter;
    wire [3:0] seconds_tens_counter;
    wire [3:0] minutes_ones_counter;
    wire [3:0] minutes_tens_counter;
    stopwatch_base stb1(.clk(clk), .rst(rst),
                        .start(start), .stop(stop),
                        .seconds_ones_counter(seconds_ones_counter),
                        .seconds_tens_counter(seconds_tens_counter),
                        .minutes_ones_counter(minutes_ones_counter),
                        .minutes_tens_counter(minutes_tens_counter));
    seven_segment_display ssd1(.clk(clk), .rst(rst),
                                .seconds_ones_counter(seconds_ones_counter),
                                .seconds_tens_counter(seconds_tens_counter),
                                .minutes_ones_counter(minutes_ones_counter),
                                .minutes_tens_counter(minutes_tens_counter),
                                .one_hot_out(one_hot_out),
                                .display_pattern(display_pattern));
endmodule
==> design/flow/run.sh <==
#!/bin/bash
# OpenROAD 26Q1-2900-gdf79404cd8, Yosys 0.63+post, stock flow scripts
make -C /OpenROAD-flow-scripts/flow DESIGN_CONFIG=/design/flow/config.mk WORK_HOME=/design/flow/orfs finish
==> design/flow/config.mk <==
export PLATFORM = sky130hd
export DESIGN_NAME = stopwatch_top
export DESIGN_NICKNAME = stopwatch_top
export VERILOG_FILES = /design/flow/design.v
export SDC_FILE = /design/flow/constraint.sdc
export NUM_CORES = 4
export LEC_CHECK = 1
export CORE_UTILIZATION = 30
==> design/flow/constraint.sdc <==
current_design stopwatch_top

set clk_period 3.9
set clk_io_pct 0.2

create_clock -name clk0 -period $clk_period [get_ports {clk}]

set non_clock_inputs [all_inputs -no_clocks]
set_input_delay [expr $clk_period * $clk_io_pct] -clock clk0 $non_clock_inputs
set_output_delay [expr $clk_period * $clk_io_pct] -clock clk0 [all_outputs]
==> flow_summary_export.csv <==
group,metric,value,unit
timing,fmax,0.269,GHz
global_routing,grt_pass1_wl,14900,um
yosys,netlist_instances,537,
placed_design,gp_congestion,0.819,
yosys,yosys_warnings,2,
yosys,synthSimpleGateAreaFrac,33.3,%
yosys,synth_top_area_share,38.2,%
power,vdd_drop_max,0.200,mV
worst_hold_path,hold_depth,2,
floorplan,dieArea,15300,um2
clock_tree,postCtsSetupBuffers,0,
timing,finalMaxSlewViolations,0,
power,finalPower,1.72,mW
worst_setup_path,path_buffers,1,
global_routing,grt_max_degree,32,
yosys,synth-xor-area-share,11.6,%
status,outcome,"completed",
worst_setup_path,worstSetupPathDepth,7,
yosys,ys_cells,537,
clock_tree,ctsHoldBuffers,0,
clock_tree,cts_buffer_depth,2,
detailed_routing,diodes,0,
power,p_leak,1.67,nW
detailed_routing,drc,0,
timing,final-hold-violation-count,0,
timing,slew_headroom,50.9,%
run,warning_count,30,
floorplan,chipHeight,124,um
worst_setup_path,required,3.12,ns
yosys,synth_top_flop_cell,"dfxtp_1",
worst_setup_path,slowest_stage,"dfxtp_2",
worst_setup_path,max_stage_delay,0.48,ns
detailed_routing,wirelength,8880,um
finish,fillers,1444,
yosys,avgSynthCellArea,8.29,um2
timing,rsz0062_at_grt,"no",
detailed_routing,drt_pass1_iterations,4,
global_routing,grt_usage,12.2,%
detailed_routing,vias_per_cell,4.96,
finish,layout-drive-gt1-share,7.64,%
run,cap_violations,0,
detailed_routing,vias,3642,
clock_tree,cts_resized,1,
yosys,synthArstFlopShare,0,%
detailed_routing,first_iter_violations,175,
yosys,yosysTopAreaCell,"dfxtp_1",
power,switchingPower,0.384,mW
floorplan,dieWidth,124,um
timing,final-setup-viol-count,0,
yosys,synth-compound-area-share,5.76,%
detailed_routing,post_drt_wl_per_cell,12.1,um
placed_design,io_buffers,15,
timing,tns,0,ns
yosys,yosysUniqueCellTypes,45,
yosys,ys_seq_elements,85,
power,p_clk_share,47.0,%
floorplan,core-area,14500,um2
finish,instances_no_fill,734,
global_routing,antenna_found_initial,0,
worst_setup_path,r2r_cells,6,
global_routing,first_global_vias,3240,
yosys,synth_chip_area,4450,um2
finish,lay_top_cells,"nor2_1 (84), dfxtp_1 (83), xnor2_1 (38)",
clock_tree,insertion_delay,0.34,ns
clock_tree,cts_tree,"yes",
detailed_routing,detail-route-antenna-nets,0,
finish,finalInstanceArea,5060,um2
power,comb_power_share,2.0,%
worst_hold_path,min_path_type,"reg2reg",
worst_setup_path,endpoint_kind,"primary output",
worst_setup_path,cp_max_fo,17,
clock_tree,cts_num_sinks,85,
yosys,topCellsByArea,"dfxtp_1 (38%), xnor2_1 (7.5%), nor2_1 (7.1%)",
worst_setup_path,start_kind,"register",
floorplan,row_count,44,
placed_design,place_area,4770,um2
timing,period_used_share,95.5,%
worst_setup_path,path_class,"reg2out",
finish,syn_to_final_growth,13.6,%
yosys,logic_family,"simple AND/OR/NAND/NOR gates",
yosys,fa_ha_area_share,3.37,%
floorplan,initial_utilization,30.6,%
worst_setup_path,crit_family,"AND-OR/OR-AND gates",
floorplan,ios,20,
timing,skew,0.0102,ns
power,power.density,340,nW/um2
worst_setup_path,critPathArrivalTime,2.94,ns
yosys,synth_area,4450,um2
clock_tree,htreeDepth,3,
clock_tree,clockRootBuffer,"clkbuf_16",
yosys,edf_count,0,
timing,fin_crit,3.72,ns
clock_tree,numCtsBuffers,9,
placed_design,dp_hpwl,6040,um
global_routing,grt_overflow,0,
worst_setup_path,path_cells,"xnor2_1 > a211o_1 > a221oi_1 > ha_1 > or2_2 > a21oi_1 > clkdlybuf4s50_1",
finish,lay_top_count,"nor2_1",
finish,fin_util,34.8,%
yosys,ys_sh_mux,3.31,%
timing,tightest_slew,0.730,ns
clock_tree,clk_pin_slew,0.07,ns
yosys,synth_seq_share,38.2,%
power,swShare,22.3,%
power,internal-power,1.34,mW
placed_design,dpl.cell_count,718,
power,sequentialPowerShare,51.1,%
[power groups by stage]
stage / combinational, mW / clock (mW) / sequential (mW)
final: 0.0338 / 0.809 / 0.879
after CTS: 0.0347 / 0.831 / 0.879
after global routing: 0.0397 / 0.867 / 0.879
[cells by family (layout without fill, tap and decap cells)]
family,after synthesis,count (layout)
AND/OR/NAND/NOR,278,278
buffers and inverters,47,57
AND-OR/OR-AND,41,41
adder cells (fa/ha/maj),12,12
multiplexers,14,14
other,1,4
XOR/XNOR,59,59
flip-flops,85,85
[path summary, 6_finish.rpt]
path / slack (ns) / endpoint / start
setup / recovery: 0.18 / display_pattern[3] / ssd1.one_hot_reg[1]$_SDFFE_PP1P_
hold / removal: 0.48 / stb1.counter_reg[31]$_SDFFE_PP0P_ / stb1.counter_reg[31]$_SDFFE_PP0P_
setup reg to reg: 1.31 / stb1.counter_reg[23]$_SDFFE_PP0P_ / stb1.counter_reg[19]$_SDFFE_PP0P_
hold reg to reg: 0.48 / stb1.counter_reg[31]$_SDFFE_PP0P_ / stb1.counter_reg[31]$_SDFFE_PP0P_
[cell usage after synthesis (11+ instances only)]
cell and number:
nor2_1 84, and4_1 13, nand3_1 24, inv_1 20
dfxtp_1 85, a21oi_1 20, nand2b_1 11, nand4_1 21
nand2_1 33, ha_1 12, nor3_1 18, xor2_1 21
nor4_1 22, xnor2_1 38, clkbuf_1 18
[per-stage QoR]
step | setup slack (ns) | hold slack [ns]
final | 0.176 | 0.485
after global routing | 0.0113 | 0.503
after CTS | 0.0495 | 0.490
after detailed placement | 0.374 | 0.471
after global placement | 0.382 | 0.461
after floorplan | 0.941 | 0.442
[worst register-to-register path, cell delays in order, from the launching register on]
cell and delay [ns]:
dfxtp_1 0.35, or4b_4 0.56, or4b_4 0.55, or3_1 0.47, nand2b_1 0.13, buf_4 0.31, nor2_1 0.10
[layout make-up]
| type | instances | area, um2 | area share [%] |
|---|---|---|---|
| clock buffers | 10 | 239 | 4.72 |
| clock inverters | 6 | 45.0 | 0.890 |
| inverters | 20 | 75.1 | 1.48 |
| multi-input cells | 408 | 2570 | 50.8 |
| flip-flops and latches | 85 | 1700 | 33.7 |
| well taps | 184 | 230 | 4.55 |
| repair buffers | 21 | 195 | 3.86 |
[metal layers]
layer,wire [um],global-route usage (%),vias to the layer above
met5,0,0,-
met2,3910,19.5,43
met4,89,1.28,0
met3,287,2.34,9
li1,-,-,1894
met1,4590,17.8,1696
No activity file was given, so power comes from the tool's default toggle rates.
